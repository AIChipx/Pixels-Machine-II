--- constraint.sdc ---
current_design triangle

set clk_period 26.8
set clk_io_pct 0.2

create_clock -name clk0 -period $clk_period [get_ports {clk}]

set non_clock_inputs [all_inputs -no_clocks]
set_input_delay [expr $clk_period * $clk_io_pct] -clock clk0 $non_clock_inputs
set_output_delay [expr $clk_period * $clk_io_pct] -clock clk0 [all_outputs]
--- config.mk ---
export PLATFORM = sky130hd
export DESIGN_NAME = triangle
export DESIGN_NICKNAME = triangle
export VERILOG_FILES = /design/flow/design.v
export SDC_FILE = /design/flow/constraint.sdc
export NUM_CORES = 4
export LEC_CHECK = 1
export CORE_UTILIZATION = 50
--- run.sh ---
#!/bin/bash
# OpenROAD 26Q1-2900-gdf79404cd8, Yosys 0.63+post, stock flow scripts
make -C /OpenROAD-flow-scripts/flow DESIGN_CONFIG=/design/flow/config.mk WORK_HOME=/design/flow/orfs finish
--- design.v ---
module triangle (x_Coordinate_1, x_Coordinate_2, y_Coordinate_1, y_Coordinate_2,
                 x_vertice_1, x_vertice_2, x_vertice_3, y_vertice_1, y_vertice_2, y_vertice_3,
					  clk, reset);
input [31:0] x_vertice_1, x_vertice_2, x_vertice_3, y_vertice_1, y_vertice_2, y_vertice_3 ;
input clk, reset ;
output reg [31:0] x_Coordinate_1, x_Coordinate_2, y_Coordinate_1, y_Coordinate_2 ;
always @ (posedge clk or posedge reset)
if(reset)
 begin
   x_Coordinate_1 = 0 ;
	x_Coordinate_2 = 0 ;
	y_Coordinate_1 = 0 ;
	y_Coordinate_2 = 0 ;
 end
else 
 begin
  if (x_Coordinate_1 == 0 && x_Coordinate_2 == 0 && y_Coordinate_1 == 0 && y_Coordinate_2 == 0)
   begin
    x_Coordinate_1 =  x_vertice_1 ;
    x_Coordinate_2 =  x_vertice_2 ;
	 y_Coordinate_1 =  y_vertice_1 ;
    y_Coordinate_2 =  y_vertice_2 ;
   end 
  else if (x_Coordinate_1 == x_vertice_2 && x_Coordinate_2 == x_vertice_3 && y_Coordinate_1 == y_vertice_2 
            && y_Coordinate_2 == y_vertice_3)
   begin
    x_Coordinate_1 =  x_vertice_1 ;
    x_Coordinate_2 =  x_vertice_2 ;
	 y_Coordinate_1 =  y_vertice_1 ;
    y_Coordinate_2 =  y_vertice_2 ;
   end 
  else if(x_Coordinate_1 == x_vertice_1 && x_Coordinate_2 == x_vertice_2 && y_Coordinate_1 == y_vertice_1
          && y_Coordinate_2 == y_vertice_2 )
   begin
    x_Coordinate_1 =  x_vertice_1 ;
    x_Coordinate_2 =  x_vertice_3 ;
	 y_Coordinate_1 =  y_vertice_1 ;
    y_Coordinate_2 =  y_vertice_3 ;
   end
  else if(x_Coordinate_1 == x_vertice_1 && x_Coordinate_2 == x_vertice_3
          && y_Coordinate_1 == y_vertice_1 && y_Coordinate_2 == y_vertice_3 )
   begin
    x_Coordinate_1 = x_vertice_2 ;
    x_Coordinate_2 = x_vertice_3 ;
	 y_Coordinate_1 = y_vertice_2 ;
    y_Coordinate_2 = y_vertice_3 ;
   end  
end
endmodule 
==> Flow_metrics.wiki <==
== Flow metrics ==
{| class="wikitable"
! Metric !! Value
|-
| Status || finished, final reports clean
|-
| Fin. Hold Viols || 0
|-
| Flop and latch count out of synthesis || 128
|-
| Final critical-path share of the clock period || 33.6%
|-
| Routed wire per std cell || 29.1 um
|-
| Fraction of the yosys area taken by sequential cells || 34.0%
|-
| Average instance area after synthesis || 11.6 sq um
|-
| Area growth from synthesis to layout || 41.5%
|-
| Antenna Diode Count || 0
|-
| Routed length on met2 || 18200 um
|-
| Number of port buffers || 321
|-
| CTS Hold Buffers Added || 0
|-
| Filler instances || 1240
|-
| Number of different library cells in the post-synthesis netlist || 19
|-
| Max-Slew Margin vs Limit || 31.9%
|-
| Critical path class || input port to flip-flop
|-
| CTS Root Cell || sky130_fd_sc_hd__clkbuf_16
|-
| FF-to-FF setup slack || 22.48 ns
|-
| Critical-path cell list || clkdlybuf4s50_1 > xnor2_1 > nand4_1 > nor4_1 > nand4_1 > a2bb2oi_4 > buf_4 > or3b_2 > buf_4 > o221a_2
|-
| Total instance count after detailed placement || 1332
|-
| TNS Setup || 0 ns
|-
| Leading cell types in the layout, fill and taps excluded || sky130_fd_sc_hd__clkdlybuf4s50_1, sky130_fd_sc_hd__xnor2_1, sky130_fd_sc_hd__dfrtp_1, sky130_fd_sc_hd__nand4_1, sky130_fd_sc_hd__mux2_2
|-
| Area of all sequential standard cells || 0.00320 sq mm
|-
| Multi-input gate area || 0.00598 sq mm
|-
| Post-detailed-routing wire length || 39700 um
|-
| Number of setup violations in the final report || 0
|-
| I/O pin cnt || 322
|-
| Longest individual stage delay on the worst path || 0.57 ns
|-
| Number of nets with antenna violations after routing || 0
|-
| Overall chip area || 0.0194 sq mm
|-
| Num CTS Buffers || 17
|-
| Min Tclk post-route || 9.00 ns
|-
| DRC violation total after the first TritonRoute iteration || 799
|-
| Vias post-DR || 8708
|-
| Static Leak || 0.00476 uW
|-
| CTS tree || done
|-
| RSZ-0062 raised after global routing || no
|-
| Maximum number of pins on one net before global-route repair || 66
|-
| Startpoint kind of the worst setup timing path || input port
|-
| Site row count || 49
|-
| Final Wtd Congestion || 1.03
|-
| Detailed-route DRC error count || 0
|-
| Max Root-Sink Buffers || 2
|-
| Core area || 0.0182 sq mm
|-
| Synthesis area per yosys || 0.00941 sq mm
|-
| Clock transition at path regs || 0.05 ns
|-
| Most common cell after layout, fill and taps aside || sky130_fd_sc_hd__clkdlybuf4s50_1
|-
| H-tree depth || 4
|-
| Total cells reported by yosys after synthesis || 814
|-
| Min-delay worst type || flip-flop to flip-flop
|-
| Origin of the critical flop-to-flop path || y_Coordinate_1[21]
|-
| Core occupancy in the finished layout || 73.1%
|-
| Via count of the first global-routing pass || 8703
|-
| Largest clock skew in the final design || 0.0128 ns
|-
| Cell count after synthesis || 814
|-
| Worst IR Drop VDD || 0.0419 mV
|-
| CTS Sinks || 128
|-
| Count of max-cap constraint violations || 0
|-
| Buffers and inverters on the worst path || 3
|-
| Post-synthesis instance area || 0.00941 sq mm
|-
| Clk Latency, worst-skew pair || 0.42 ns
|-
| Number of gates resized after cts || 0
|-
| Height of the die || 139 um
|-
| Initial antenna violation count || 0
|-
| Total global-route track usage || 42.9%
|-
| Yosys Warn Count || 1
|-
| Slowest cell on crit path || sky130_fd_sc_hd__or3b_2
|-
| Highest signal layer in the routed design || met4
|-
| Power per cell area || 44.3 mW/mm^2
|-
| Total length of routed met3 wires || 4220 um
|-
| Required time of the critical path || 27.15 ns
|-
| Cell type contributing the most total cell area after synthesis || sky130_fd_sc_hd__dfrtp_1
|-
| First-pass GRT wire length || 57800 um
|-
| Number of vias per cell || 6.39
|-
| Launch point of the critical path || y_vertice_3[30]
|-
| Max Freq || 0.111 GHz
|-
| Max-slew violation count || 0
|-
| Worst path top cell family by delay || simple AND/OR/NAND/NOR gates
|-
| DIE WIDTH || 139 um
|-
| Critical Path Fanout Max || 65
|-
| Actual slew at the worst max-slew pin || 1.01 ns
|-
| Estimated wirelength of the detail-placed design || 31300 um
|-
| Crit path DAT || 9.35 ns
|-
| Global route overflow || 0
|-
| Dominant cells by area after synthesis || sky130_fd_sc_hd__dfrtp_1, sky130_fd_sc_hd__xnor2_1, sky130_fd_sc_hd__mux2_4
|-
| Proportion of layout cells with a drive suffix above 1 || 19.9%
|-
| Count of warning messages emitted by the tools || 26
|-
| Yosys top cell area share || 34.0%
|-
| Source of the worst hold timing path || y_Coordinate_2[20]
|-
| Post-Route M1 WL || 15700 um
|-
| Fin cells || 1362
|-
| Setup Buffers After CTS || 0
|-
| First-pass DRT Iterations || 30
|-
| Type of destination of the critical path || flip-flop
|-
| FP Util || 51.7%
|}
layout make-up:
type / instances / area share (%)
clock buffers: 19 / 3.33
inverters: 1 / 0.0470
well taps: 229 / 2.15
flip-flops and latches: 128 / 24.1
clock inverters: 11 / 0.883
multi-input cells: 644 / 44.9
repair buffers: 330 / 24.6
path summary, 6_finish.rpt:
check	depth (start not counted)	end
setup / recovery	10	y_Coordinate_2[24]
min in group asynchronous	2	x_Coordinate_1[5]
setup reg to reg	8	y_Coordinate_2[24]
hold / removal	1	y_Coordinate_2[20]
max in group asynchronous	3	x_Coordinate_2[16]
hold reg to reg	1	y_Coordinate_2[20]
cell families after synthesis:
group	count (synthesis)	synth area share, %
AOI/OAI and AO/OA	66	7.91
xor gates and xnor gates	256	23.8
buffers and inverters	42	2.77
DFF	128	34.0
muxes	128	17.7
and+or+nand+nor	194	13.7
power by group:
group / total [uW] / switching (uW) / leakage, uW / internal (uW)
logic: 139 / 56.5 / 0.00299 / 82.2
registers: 224 / 20.8 / 0.00149 / 203
clock network: 227 / 89.2 / 0.000274 / 138
total: 589 / 166 / 0.00476 / 423
stage by stage:
stage | hold WS, ns | area (sq um) | total power (uW) | setup WS [ns]
after floorplan | 0.596 | 9410 | 275 | 18.03
after global placement | 0.646 | 12800 | 362 | 17.48
after detailed placement | 0.651 | 12800 | 362 | 17.49
after CTS | 0.664 | 13300 | 587 | 17.89
after global routing | 0.704 | 13300 | 606 | 17.76
final | 0.663 | 13300 | 589 | 17.80
sequential cells by signal, indices dropped and copies added, names as in the netlist:
| register | flops |
|---|---|
| y_Coordinate_1 | 32 |
| y_Coordinate_2 | 32 |
| x_Coordinate_2 | 32 |
| x_Coordinate_1 | 32 |
metal layers:
metal	up-vias	GRT usage, %
li1	3717	-
met1	4319	61.1
met2	590	64.6
met3	82	12.0
met4	0	14.6
met5	-	0
synthesized netlist by cell type, drive strengths merged:
cell / n
dfrtp: 128
nand4: 76
o221a: 64
nand3b: 64
a21oi: 1
a2bb2oi: 1
mux2: 128
nor2b: 1
or3b: 1
buf: 21
nor4: 50
nor2: 2
clkbuf: 20
inv: 1
xnor2: 256
Power is estimated from default activity; no workload was simulated.
